--- flow/design.v ---
module price_count(t_min,dis,reset,finish,stop,clk,price);
	input [11:0]dis;
	input [7:0]t_min;
	input reset,finish,clk,stop;
	output reg[9:0]price;
	reg sum,flag;
	always @ (posedge clk)begin
		if(finish)begin
			price <= price;
		end
		else if(reset)begin
			price <= 8'd13;
		end
		else if(~stop)begin
			price <= price + sum;
			sum <= 1'd0;
		end
		else begin
			case(dis[7:0])
				8'h00:price <= 8'd13;
				8'h01:price <= 8'd13;
				8'h02:price <= 8'd13;
				8'h03:price <= 8'd13;
				8'h04:price <= price + 8'd2;
				8'h05:price <= price + 8'd2;
				8'h06:price <= price + 8'd2;
				8'h07:price <= price + 8'd2;
				8'h08:price <= price + 8'd2;
				8'h09:price <= price + 8'd2;
				8'h10:price <= price + 8'd2;
				8'h11:price <= price + 8'd2;
				8'h12:price <= price + 8'd2;
				8'h13:price <= price + 8'd2;
				8'h14:price <= price + 8'd2;
				8'h15:price <= price + 8'd2;
				default:price <= price + 8'd3;
			endcase
			end
		case(t_min)
			8'h02:begin 
				if(~flag)begin 
					sum <= 1'd1; flag <= 1'd1;
				end
				else begin sum <= 1'd0;end
			end
			8'h10:begin 
				if(~flag)begin 
					sum <= 1'd1; flag <= 1'd1;
				end
				else begin sum <= 1'd0;end
			end
			8'h15:begin 
				if(~flag)begin 
					sum <= 1'd1; flag <= 1'd1;
				end
				else begin sum <= 1'd0;end
			end
			8'h20:begin 
				if(~flag)begin 
					sum <= 1'd1; flag <= 1'd1;
				end
				else begin sum <= 1'd0;end
			end
			8'h25:begin 
				if(~flag)begin 
					sum <= 1'd1; flag <= 1'd1;
				end
				else begin sum <= 1'd0;end
			end
			8'h30:begin 
				if(~flag)begin 
					sum <= 1'd1; flag <= 1'd1;
				end
				else begin sum <= 1'd0;end
			end
			8'h35:begin 
				if(~flag)begin 
					sum <= 1'd1; flag <= 1'd1;
				end
				else begin sum <= 1'd0;end
			end
			8'h40:begin 
				if(~flag)begin 
					sum <= 1'd1; flag <= 1'd1;
				end
				else begin sum <= 1'd0;end
			end
			8'h45:begin 
				if(~flag)begin 
					sum <= 1'd1; flag <= 1'd1;
				end
				else begin sum <= 1'd0;end
			end
			default:begin sum <= 1'd0; flag <= 1'd0;end
		endcase
	end
endmodule
--- flow/run.sh ---
#!/bin/bash
# OpenROAD 26Q1-2900-gdf79404cd8, Yosys 0.63+post, stock flow scripts
make -C /OpenROAD-flow-scripts/flow DESIGN_CONFIG=/design/flow/config.mk WORK_HOME=/design/flow/orfs finish
--- flow/config.mk ---
export PLATFORM = sky130hd
export DESIGN_NAME = price_count
export DESIGN_NICKNAME = price_count
export VERILOG_FILES = /design/flow/design.v
export SDC_FILE = /design/flow/constraint.sdc
export NUM_CORES = 4
export LEC_CHECK = 1
export CORE_AREA = 10 10 97 97
export DIE_AREA = 0 0 107 107
--- flow/constraint.sdc ---
current_design price_count

set clk_period 2.5
set clk_io_pct 0.2

create_clock -name clk0 -period $clk_period [get_ports {clk}]

set non_clock_inputs [all_inputs -no_clocks]
set_input_delay [expr $clk_period * $clk_io_pct] -clock clk0 $non_clock_inputs
set_output_delay [expr $clk_period * $clk_io_pct] -clock clk0 [all_outputs]
==> impl_metrics.toml <==
# implementation run metrics
[critical_path]
cp_data_arrival_time_ns = 2.21
end_kind = "register"
r2r_start = "price[2]"
startpoint = "dis[2]"
cp_slowest_cell = "o211ai_1"
worstPathMaxFanout = 7
cp.required_ns = 2.57
crit_path_start_kind = "input port"
max_stage_delay_ns = 0.52
crit_type = "in -> reg"
worstPathCellList = "clkdlybuf4s50_1 -> buf_4 -> a21oi_1 -> o211ai_1 -> o21ai_0 -> a311oi_1"

[cts]
clk_pin_slew_ns = 0.06
cts_tree = "yes"
cts_sinks = 12
clock_path_buffers = 2
h-tree-depth = 1
postCtsResizedCells = 0
cts_setup_buffers = 0
root_buffer = "clkbuf_8"
cts_buffers = 3
clk_latency_ns = 0.25
ctsHoldBuffers = 0

[logic_synthesis]
synth_warnings = 1
ys_types = 36
top_area_frac = 0.258
ys_cells = 138
synthesis.area_sq_um = 1160
ys_ff = 12
ys_sh_xor = 0.105
synth.avg_cell_area_sq_um = 8.42
yosys.area_share.simple = 0.226
ys_seq_share = 0.293
common_cells = "12 x nor2_1, 11 x xnor2_1, 10 x edfxtp_1"
synthAoiAreaFrac = 0.268
top_area_cell = "edfxtp_1"
synthCells = 138
topCellsByArea = "edfxtp_1 26%, xnor2_1 8.3%, ha_1 5.4%"
yosysMostFrequentCell = "nor2_1"
synth.area.mux_share = 0
ys_async_sr_fraction = 0
yosysChipArea_sq_um = 1160
adder_share = 0.0538
enable_flop_cells = 10
topCombFamilyByArea = "AND-OR/OR-AND gates"
ff_type = "edfxtp_1"

[routing]
wl_per_cell_microns = 12.5
drtIter0Drc = 113
diodes = 0
vias = 1172
drtAntennaViolNets = 0
dr.pass1.iters = 4
totalWireLength_microns = 3310
drt-vias-per-instance = 4.42
drc = 0

[worst_hold_path]
hold_class = "reg -> reg"
min_from = "flag"

[power_and_ir_drop]
peakVddDrop_v = 0.000113
p_leak_uw = 0.000507
power_density_nw_per_um2 = 388

[final_timing]
setup_viol = 0
tightest_slew_ns = 0.627
skew_ns = 0.0103
grt_setup_unrepaired = "false"
fin_crit_ns = 2.14
hold_viol = 0
timing.setup.tns_ns = 0
fmax_mhz = 468
slew_violations = 0
slew_headroom = 0.580
finalCritPeriodShare = 0.854

[floorplan]
fp_util = 0.159
ios = 34
die_w_microns = 107
num_rows = 31
die_h_microns = 107
core_area_sq_um = 7290
die_area_sq_um = 11400

[placement]
hpwl_microns = 2510
port_buffers = 28
gp_congestion = 0.850

[grt]
grt_antenna_before_repair = 0
grt-ovfl-total = 0
grt_max_degree = 15
grt_pass1_wl_microns = 5460
grt_pass1_vias = 1101
gr-usage-all-layers = 0.0574

[flow_run]
max_cap_violations = 0
warnings = 31

[layout]
final_util = 0.221
area_growth_pct = 38.4
drive_gt1_frac = 0.0723

[outcome]
status = "completed"
cells in the final DEF (no fill, tap or decap), types with 2 or more instances in the layout:
master | synthesis | routed
nand4_1 | 4 | 4
nor2_1 | 12 | 12
a21oi_1 | 5 | 5
o221ai_1 | 2 | 2
nand2b_1 | 2 | 2
nor4_1 | 4 | 4
edfxtp_1 | 10 | 10
xnor2_1 | 11 | 11
o31a_1 | 3 | 3
clkbuf_8 | 0 | 3
a211oi_1 | 4 | 4
nand3_1 | 7 | 7
o211ai_1 | 6 | 6
and4_2 | 2 | 2
a32oi_1 | 3 | 3
a311oi_1 | 3 | 3
clkdlybuf4s50_1 | 0 | 28
inv_1 | 8 | 8
o21ai_0 | 4 | 4
o21a_1 | 5 | 5
dfxtp_1 | 2 | 2
nor2b_1 | 2 | 2
xor2_1 | 3 | 3
ha_1 | 5 | 5
nand2_1 | 5 | 5
nor3_1 | 9 | 9
buf_4 | 0 | 4
state kept, by name (all words and copies together), names as in the netlist:
| name | count |
|---|---|
| sum | 1 |
| flag | 1 |
| price | 10 |
per-stage QoR:
step / instances / worst slack [ns] / instance area, sq um / total power, uW / hold slack [ns]
floorplan: 138 / 0.746 / 1160 / 354 / 0.367
global placement: 261 / 0.127 / 1560 / 435 / 0.372
detailed placement: 261 / 0.115 / 1560 / 436 / 0.378
CTS: 265 / 0.363 / 1610 / 632 / 0.386
global route: 265 / 0.242 / 1610 / 662 / 0.392
finish: 265 / 0.364 / 1610 / 624 / 0.382
critical path, delay by kind of cell:
kind            cells  cell delay, ns
buf+inv             2            0.66
compound gates      4            1.05
per-layer routing:
layer,vias to the layer above,routed length [microns],global-route usage
li1,591,-,-
met1,534,1620,0.0816
met2,45,1370,0.0847
met3,2,309,0.0212
met4,0,13,0.00387
met5,-,0,0
final cells by class:
cell class / instances / area, sq um
fill: 825 / 5680
multi-input combinational: 110 / 759
sequential: 12 / 340
timing repair buffer: 32 / 310
tap: 99 / 124
clock buffer: 4 / 45.0
inverter: 8 / 30.0
report_power, final:
part           switching (uW)  total [uW]  internal [uW]
clock                    79.1         192            113
combinational            75.7         171           95.3
sequential               27.9         261            234
total                     183         624            441
cell families after synthesis:
group | Yosys count
flops | 12
buf+inv | 16
xor+xnor | 14
fa+ha+maj | 5
simple gates | 50
compound gates | 41
path summary, 6_finish.rpt:
check              to  slack [ns]  depth (start not counted)
max          price[7]        0.36                          6
min               sum        0.38                          1
max reg2reg  price[7]        0.49                          5
min reg2reg       sum        0.38                          1
Power figures rest on the tool's default switching activity, not on a simulated workload.
