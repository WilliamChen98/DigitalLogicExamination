==> flow/design.v <==
module TenthProject(clk,sel,rst,clr,out_sel,out_num);
	input clk,sel,rst,clr;
	output [7:0] out_sel;
	output [7:0] out_num;
	wire H1k,H100,H10,H1,num;
	frequency_divider F1 (clk,rst,H1k,H100,H10,H1);
	scaner S1 (H1k,out_sel);
	chooser C1 (H1k,sel,clr,out_num);
endmodule
module chooser(clkc,sel,clr,outc);
	input clkc,sel,clr;
	output reg [7:0] outc;
	parameter S0 = 8'b11111100,S1 = 8'b01100000,S2 = 8'b11011010,S3 = 8'b11110010,
				 S4 = 8'b01100110,S5 = 8'b10110110,S6 = 8'b10111110,S7 = 8'b11100000,
				 S8 = 8'b11111110,S9 = 8'b11110110,S10 = 8'b10011110,S11 = 8'b00000000;
	reg [2:0] state;
	always @ (posedge clkc)begin
		case(state)
			4'd0: state <= 1;
			4'd1: state <= 2;
			4'd2: state <= 3;
			4'd3: state <= 4;
			4'd4: state <= 5;
			4'd5: state <= 6;
			4'd6: state <= 7;
			4'd7: state <= 0;
			default:state <= 0;
		endcase
	end
	always @ (posedge clkc)begin
		if(clr)begin
			outc = S11;
		end
		if(sel)begin
			case(state)
				4'd7: outc = S1;
				4'd6: outc = S6;
				4'd5: outc = S0;
				4'd4: outc = S7;
				4'd3: outc = S1;
				4'd2: outc = S0;
				4'd1: outc = S1;
				4'd0: outc = S7;
				default:outc = S11;
			endcase
		end
		else begin
			case(state)
				4'd7: outc = S1;
				4'd6: outc = S6;
				4'd5: outc = S0;
				4'd4: outc = S7;
				4'd3: outc = S1;
				4'd2: outc = S0;
				4'd1: outc = S0;
				4'd0: outc = S5;
				default:outc = S11;
			endcase
		end
	end
endmodule
module scaner(clks,outs);
	input clks;
	output reg [7:0] outs;
	reg [2:0] state;
	always @ (posedge clks)
		case(state)
			4'd0: state <= 1;
			4'd1: state <= 2;
			4'd2: state <= 3;
			4'd3: state <= 4;
			4'd4: state <= 5;
			4'd5: state <= 6;
			4'd6: state <= 7;
			4'd7: state <= 0;
			default:state <= 0;
		endcase
	always @ (posedge clks)
		case(state)
			4'd0: outs = 8'b11111110;
			4'd1: outs = 8'b11111101;
			4'd2: outs = 8'b11111011;
			4'd3: outs = 8'b11110111;
			4'd4: outs = 8'b11101111;
			4'd5: outs = 8'b11011111;
			4'd6: outs = 8'b10111111;
			4'd7: outs = 8'b01111111;
			default:outs = 8'd255;
		endcase
endmodule
module frequency_divider(clk_50mhz,rst,clk_1khz,clk_100hz,clk_10hz,clk_1hz);
	input clk_50mhz,rst;
	output reg clk_1khz,clk_100hz,clk_10hz,clk_1hz;
	reg[31:0]cnt1,cnt2,cnt3,cnt4;
	parameter N4 = 2,N3 = 4,N2 = 8,N1 = 16; 
	always @ (posedge clk_50mhz)
		if(rst)begin
				cnt1 <= 1'b0;
				cnt2 <= 1'b0;
				cnt3 <= 1'b0;
				cnt4 <= 1'b0;
				clk_1khz <= 1'b0;
				clk_100hz <= 1'b0;
				clk_10hz <= 1'b0;
				clk_1hz <= 1'b0;
			end
		else begin
				cnt1 <= cnt1 + 1'b1;
				cnt2 <= cnt2 + 1'b1;
				cnt3 <= cnt3 + 1'b1;
				cnt4 <= cnt4 + 1'b1;
				clk_1khz <= clk_1khz;
				clk_100hz <= clk_100hz;
				clk_10hz <= clk_10hz;
				clk_1hz <= clk_1hz;
				if(cnt4 >= N4/2-1)begin
					cnt4 <= 1'b0;
					clk_1khz <= ~clk_1khz;
					end
				if(cnt3 >= N3/2-1)begin
					cnt3 <= 1'b0;
					clk_100hz <= ~clk_100hz;
					end
				if(cnt2 >= N2/2-1)begin
					cnt2 <= 1'b0;
					clk_10hz <= ~clk_10hz;
					end
				if(cnt1 >= N1/2-1)begin
					cnt1 <= 1'b0;
					clk_1hz <= ~clk_1hz;
					end
			end
endmodule
==> flow/run.sh <==
#!/bin/bash
# OpenROAD 26Q1-2900-gdf79404cd8, Yosys 0.63+post, stock flow scripts
make -C /OpenROAD-flow-scripts/flow DESIGN_CONFIG=/design/flow/config.mk WORK_HOME=/design/flow/orfs finish
==> flow/config.mk <==
export PLATFORM = sky130hd
export DESIGN_NAME = TenthProject
export DESIGN_NICKNAME = TenthProject
export VERILOG_FILES = /design/flow/design.v
export SDC_FILE = /design/flow/constraint.sdc
export NUM_CORES = 4
export LEC_CHECK = 1
export CORE_AREA = 10 10 86 86
export DIE_AREA = 0 0 96 96
==> flow/constraint.sdc <==
current_design TenthProject

set clk_period 1.1
set clk_io_pct 0.2

create_clock -name clk0 -period $clk_period [get_ports {clk}]

set non_clock_inputs [all_inputs -no_clocks]
set_input_delay [expr $clk_period * $clk_io_pct] -clock clk0 $non_clock_inputs
set_output_delay [expr $clk_period * $clk_io_pct] -clock clk0 [all_outputs]
==> out/results.txt <==
Status - completed
Vias post-DR - 428
Setup bufs post-CTS - 0
Clock Skew - 0 ns
FMAX - 1.22 GHz
Largest net degree at the start of global routing - 20
Cell area after synthesis - 811 sq um
Routed wire length per instance - 6.65 microns
Largest stage delay, worst path - 0.45 ns
Min-Delay Path Class - register to register
Cell count in the Yosys report - 72
Hold EP - F1.clk_1khz
Slowest-stage cell, CP - clkdlybuf4s50_1
Reg-to-Reg Start - F1.clk_1khz
# diodes - 0
GRT overflow - 0
Area share, top type - 0.494
GRT Util Overall - 0.0204
Dpl ws - 0.274 ns
Maxcap violations - 0
Drt first-iter violations - 11
Worst path required time - 0.99 ns
Endpoints left unconstrained - 33
Fraction of layout instances using a drive strength above 1 - 0.0482
Worst Path Buf+Inv - 1
Setup TNS - 0 ns
Average size of a mapped cell - 11.3 sq um
Critical path class - input port to register
Switch Pwr - 16.6 uW
Die outline area - 0.00922 sq mm
Top cell type by total area after synthesis - dfxtp_1
First-pass GRT wire length - 1.62 mm
Worst hold stages - 1
HP Start - F1.clk_1khz
Register pins left without a clock - 19
Reg power frac - 0.755
Main flop type - dfxtp_1
Routed WL - 1.03 mm
Final hold violation count - 0
Peak supply drop - 219 uV
Clk latency late pin - 0 ns
Yosys stat chip area - 811 sq um
Core area - 0.00554 sq mm
Family with the most delay on the worst path - buffers and inverters
DRC - 0
Smallest setup slack after layout - 0.279 ns
Final GP Congestion - 0.740
Setup violators final - 0
RSZ-0062 raised after global routing - false
Reg2reg path depth - 1
Worst Path Max Fanout - 1
Gate power share - 0.245
Crit-path cells - clkdlybuf4s50_1 > nor2_1
First drt pass iteration count - 3
Reg-to-Reg End - F1.clk_1khz
Die width - 96 microns
Layout Utilization - 0.185
Yosys reg bits - 20
Final period util - 0.746
Syn Inst Count - 72
Top-count cell post-synth - dfxtp_1
Slew Viols, Final - 0
FP Rows - 27
CTS clk-pin slew, worst paths - 0 ns
Synth async-reset ratio - 0
Initial antenna violation count - 0
WP data arrival - 0.71 ns
Clock Power Share - 0
Static leakage - 0.000503 uW
# port buffers - 16
Die height - 96 microns
Reg2Reg Setup Slack - 0.64 ns
DP HPWL - 906 microns
Crit path capture type - register
Total tool warning count - 40
CTS Hold Bufs - 0
Ys Warns - 3
Cell area leaders - dfxtp_1 49%, ha_1 20%, mux2i_1 6.2%
Internal - 97.9 uW
# resized after CTS - 0
Power density over the cells - 112 mW/mm^2
Startpoint class of the critical path - input port
Layout area overhead - 26.5%
Vias in the first global route - 361
Vias/cell - 2.76
Final ANT Viol Nets - 0
Top post-synthesis cells by count - 20 x dfxtp_1, 13 x ha_1, 6 x inv_1
Flip-flops with a built-in enable - 0
Io pins - 20
Post-synthesis sequential area ratio - 0.494
Initial Util - 0.146
Switching power share of the total - 0.145
Unique cell type count in the Yosys netlist - 18
Fin crit period - 0.821 ns
-- layer usage --
metal  share of wire  up-vias  GRT usage
met4               0        0          0
met2            0.42       12     0.0342
met3            0.11        0    0.00157
li1                -      236          -
met1            0.47      180     0.0300
met5               0        -          0
-- flip-flops by register name, indices dropped and copies added, names as in the netlist --
register and cells:
C1.outc 5, S1.outs 8, F1.clk_1khz 1, C1.state 3, S1.state 3
-- placed cells by master (no fill, tap or decap), drive strengths merged --
cell           instances
dfxtp                 20
clkdlybuf4s50         16
ha                    13
inv                    6
mux2i                  5
nand2                  5
nor2                   4
nand2b                 4
nor2b                  3
conb                   2
a22oi                  1
mux2                   1
o31ai                  1
a22o                   1
buf                    1
-- final cells by class --
type | instances | area, sq um
multi-input combinational | 40 | 345
sequential | 20 | 400
inverter | 6 | 22.5
tap | 72 | 90.1
timing repair buffer | 17 | 168
fill | 627 | 4510
-- worst max path at each step --
stage,start,endpoint,slack [ns],cells after the start
global route,rst,F1.clk_1khz,0.26,2
finish,rst,F1.clk_1khz,0.28,2
CTS,rst,F1.clk_1khz,0.27,2
-- power by group through the flow --
stage	clock network (uW)	logic, uW	registers, uW
after CTS	0	30.6	86.6
final	0	28.0	86.5
after global routing	0	33.3	87.1
-- per-stage QoR --
stage	cells	hold WS, ns	instance area (sq um)	total power (uW)
floorplan	72	0.287	811	103
global placement	155	0.399	1030	117
detailed placement	155	0.408	1030	117
CTS	155	0.408	1030	117
global route	155	0.438	1030	120
finish	155	0.402	1030	114
-- cell families after synthesis --
group	after synthesis	synth area share
other cells	2	0.00926
compound gates	3	0.0309
fa+ha+maj	13	0.201
mux	6	0.0802
buf+inv	12	0.0802
simple gates	16	0.105
flops	20	0.494
No activity file was given, so power comes from the tool's default toggle rates.
