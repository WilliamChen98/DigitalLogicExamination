File: /design/flow/config.mk
export PLATFORM = sky130hd
export DESIGN_NAME = BCD
export DESIGN_NICKNAME = BCD
export VERILOG_FILES = /design/flow/design.v
export SDC_FILE = /design/flow/constraint.sdc
export NUM_CORES = 4
export LEC_CHECK = 1
export CORE_AREA = 10 10 79 79
export DIE_AREA = 0 0 89 89
File: /design/flow/constraint.sdc
current_design BCD

set clk_period 12.6
set clk_io_pct 0.2

create_clock -name clk0 -period $clk_period

set non_clock_inputs [all_inputs -no_clocks]
set_input_delay [expr $clk_period * $clk_io_pct] -clock clk0 $non_clock_inputs
set_output_delay [expr $clk_period * $clk_io_pct] -clock clk0 [all_outputs]
File: /design/flow/design.v
module BCD(binary,hund,ten,one);
	input [9:0]binary;
	output reg [3:0]hund,ten,one;
	integer i;
	always @(binary)begin
		hund = 4'd0;
		ten = 4'd0;
		one = 4'd0;
		for(i=9;i>=0;i=i-1)begin
			if(hund>=4'd5)	hund=hund+4'd3;
			if(ten>=4'd5)	ten=ten+4'd3;
			if(one>=4'd5)	one=one+4'd3;
			hund=hund<<1;
			hund[0]=ten[3];
			ten=ten<<1;
			ten[0]=one[3];
			one=one<<1;
			one[0]=binary[i];
		end
	end
endmodule
File: /design/flow/run.sh
#!/bin/bash
# OpenROAD 26Q1-2900-gdf79404cd8, Yosys 0.63+post, stock flow scripts
make -C /OpenROAD-flow-scripts/flow DESIGN_CONFIG=/design/flow/config.mk WORK_HOME=/design/flow/orfs finish
==> run notes <==
OpenROAD emitted warnings numbering 36. Across all hold checks on the routed design, the worst slack comes to 5.04 ns. The run gives 4 as the detailed-router iteration count before antenna repair. In the final report, the number of hold violations comes to 0. The tools report the share of the yosys chip area belonging to registers as 0.

The required time of the critical path is 10.08 ns. Number of ports placed on the die boundary: 22. The run gives 19 as the pin count of the biggest net entering global routing.

Yosys attributes the largest share of cell area to ha_1 8.9%, nor2_1 5.3%, a21oi_1 4.1%. Per the detailed-route log, wirelength across all metal layers totals 4.94 mm. The fraction of final layout cells sized beyond drive strength 1 came out at 0.155. The area of the die is 7920 sq um, and the DRC violation count after routing is 0. The placement stage leaves a total instance area of 2220 sq um.

The sequential cell count is 0, and the post-cts hold-fix buffer tally is 0. Registers take 0 sq um. Dividing the synthesized area by the synthesized cell count gives 7.06 sq um. The worst hold path endpoint was one[0]. Overall power consumption after layout is estimated at 0.413 mW.

The detail-routed net length per standard cell was 14.1 um; the reported max-cap violation count was 0. The run gives 0 as the number of nets still failing antenna checks after routing. The post-synthesis cell type count was 81. For the leakage power, the log shows 0.899 nW. Grouping stages by cell kind, the critical path spends the most delay in AND-OR/OR-AND gates. The startpoint-to-endpoint class of the critical path is in -> out. For the worst relative slew slack, the log shows 0.507. The pre-CTS setup check shows a worst slack of 0.283 ns. The cell with the most instances after synthesis is nor2_1. Per the GRT congestion report, total overflow comes to 0.

The die is 89 um tall. From the final report, the count of setup violators was given as 0. The tools report the total cells reported by yosys after synthesis as 280. The clock buffers instantiated in the layout total 0. With the overall routing resource usage at 0.127, the vias after detailed routing is 2148. With the horizontal die size at 89 um, the largest fanout on the critical path is 6. With the measured slew at the worst slew-check pin at 0.739 ns, the number of global-route vias before repair is 1932.

The top logic cell family in the synthesized netlist was AND-OR/OR-AND gates. RePlAce ended its routability-driven mode at a weighted congestion of 0.960. The tools report the number of antenna violations at the first check in global routing as 0. Stage delay of the slowest cell on the critical path: 0.56 ns.

The final-report max-slew violation count was 0; the AND-OR/OR-AND share of the synthesized area was 0.453. After synthesis the cells add up to 1980 sq um. The cell area after layout came out at 2270 sq um.

The type of origin of the critical path was a primary input. With the count of synthesis-stage warnings from yosys at 1, the synthesized chip area reported by yosys is 1980 sq um. The flow ran to the end, and the final reports show no timing, DRC or antenna violations. The run gives 280 as the post-synthesis cell count.

The first global-routing pass estimated 8.68 mm of wire. Library cell occupying the most area in the post-synthesis netlist: ha_1. The area fraction in xor and xnor cells was 0.0741.

Setup repair after global routing left no endpoint under its margin. The total core area was 4660 sq um. The routed design shows a via density per instance of 6.14. Including well taps, the total number of placed cells is 348. Cell depth of the worst min-delay path: 0. Per the layout report, the design carries 459 filler cells. The slowest cell on the critical path is clkdlybuf4s50_1.

The run gives 20 for the count of buffers from port buffering. The report lists the number of standard-cell rows as 25. In this run, the number of DRC markers left after iteration 0 of detailed routing was 91.

Among the stages of the critical path, the cell type that occurs most often is ha_1. The portion of synthesized cell area occupied by the leading cell type was 0.0886. For the pre-placement core utilization, the log shows 0.424. The tools report the origin of the worst min-delay path as binary[0]. The classification of the worst-slack hold path is in -> out. The commonest cells after synthesis are 28 x nor2_1, 17 x nand2_1, 16 x a21oi_1, 14 x ha_1, 14 x inv_1.

Per the run report, area growth between synthesis and finish was 14.8%. The critical path in the final layout is reported with a setup slack of 0.616 ns. The post-layout period usage of the worst path works out to 0.951. The total power divided by cell area is 182 nW/um^2, and the post-route non-filler standard cell count is 350.

Summed over all failing endpoints, the final setup total negative slack is 0 ns. The number of antenna diodes in the final layout is 0. The proportion of synthesized area in mux cells was 0.0316; the shortest clock period the worst path allows after layout was 11.98 ns. In this build the clock could be raised as far as 83.4 MHz. The area fraction in full adders, half adders and majority gates was 0.0937. The element type at the critical path end was a primary output. The detailed placement HPWL was 3.90 mm; the critical path arrival was 9.46 ns. Looking at the VDD voltage map, the peak drop is 0.0800 mV. The post-synthesis share of cell area spent on and, or, nand and nor gates is 0.273. The number of buffers and inverters on the critical path is 5. The final core area utilization came out at 0.487.
metal layers:
metal | wire length [um] | GRT usage
met5 | 0 | 0
met4 | 0 | 0.00289
met3 | 189 | 0.00918
met2 | 2280 | 0.222
met1 | 2480 | 0.176
cell usage in the layout, fill, tap and decap left out, drive strengths merged, types with 2 or more instances in the layout:
master,n
inv,17
o21bai,2
nand2b,2
xnor2,10
nand2,17
a21o,9
o21ai,15
mux2i,4
o211ai,4
and3,3
clkdlybuf4s50,20
and2,5
nor3,8
o31ai,3
nand3,11
a22oi,3
a21oi,18
ha,14
o22ai,5
buf,10
a211oi,9
a2bb2oi,3
a31oi,5
or2,5
xor2,2
a32oi,6
nor2b,2
o32a,3
o32ai,2
nand4,9
mux2,2
o31a,2
a221oi,3
o22a,2
or3,5
nor2,29
power by group:
| group | internal (mW) | leakage [nW] | total (mW) | switching [mW] |
|---|---|---|---|---|
| Sequential | 0 | 0 | 0 | 0 |
| Combinational | 0.215 | 0.899 | 0.413 | 0.198 |
| Clock | 0 | 0 | 0 | 0 |
| Total | 0.215 | 0.899 | 0.413 | 0.198 |
repair_timing:
action | in CTS | in global routing
endpoints found under the setup margin | 0 | 7
setup buffers | 0 | 2
gates resized | 0 | 7
cell type report:
cell class         instances  area (sq um)  share of cell area
multi-input cells        248          1860               0.819
repair buffers            30           275               0.121
inverters                 18          67.6              0.0298
well taps                 54          67.6              0.0298
cells by family (layout without fill, tap and decap cells):
group                      Yosys count  in the layout
AOI/OAI and AO/OA                  110            110
and+or+nand+nor                    104            104
buffers and inverters               32             48
adders and majority gates           15             15
xor gates and xnor gates            13             13
muxes                                6              6
worst max-delay path by stage:
stage     slack (ns)  cells past startpoint  endpoint      start
4_1_cts         0.24                     32    ten[1]  binary[8]
6_report        0.62                     32    ten[1]  binary[8]
5_1_grt         0.05                     34    ten[2]  binary[8]
Power and IR drop assume default switching activity.
